## design.v

```verilog
module FAdd(
    input rst,
    input clk,
    input  [31:0]               a,
    input  [31:0]               b,
    output reg [31:0]           c,
    output reg [2:0]           state
);
    parameter NAN = 32'b01111111100000000000000000000001;  
    parameter ZERO = 32'b0;  
    wire a_s = a[31];
    wire b_s = b[31];
    wire [7:0] a_e = a[30:23];
    wire [7:0] b_e = b[30:23];
    wire [22:0] a_m = a[22:0];
    wire [22:0] b_m = b[22:0];
    wire a_e_max = a_e == 8'b11111111;
    wire b_e_max = b_e == 8'b11111111;
    wire a_e_min = a_e == 8'b0;
    wire b_e_min = b_e == 8'b0;
    wire a_m_min = a_m == 23'b0;
    wire b_m_min = b_m == 23'b0;
    wire a_inf = a_e_max & a_m_min;
    wire b_inf = b_e_max & b_m_min;
    wire a_nan = a_e_max & ~a_m_min;
    wire b_nan = b_e_max & ~b_m_min;
    wire a_zero = a_e_min & a_m_min;
    wire b_zero = b_e_min & b_m_min;
    wire a_denorm = a_e_min & ~a_m_min;
    wire b_denorm = b_e_min & ~b_m_min;
    wire inverse = (a_s ^ b_s) & (a_e == b_e) & (a_m == b_m);
    wire special_case = a_nan | b_nan | a_inf | b_inf | a_zero | b_zero | inverse;
    wire [31:0] special_output = (a_nan | b_nan) ? NAN :
    a_inf ? ((b_inf & (a_s ^ b_s)) ? NAN : a) :
    b_inf ? b :
    a_zero ? ((b_zero & (a_s ^ b_s) ? ZERO : b)) :
    b_zero ? a :
    inverse ? ZERO : 32'hffffffff;
    reg a_sign;
    reg b_sign;
    reg [26:0] a_add;
    reg [26:0] b_add;
    reg [7:0] a_exp;
    reg [7:0] b_exp;
    parameter READ = 3'd0,
    ALIGN = 3'd1,
    ADD = 3'd2,
    NORM = 3'd3,
    DENORM = 3'd4,
    ROUND = 3'd5,
    PACK = 3'd6,
    OUTPUT = 3'd7;
    reg c_sign;
    reg[27:0] c_add;
    reg[7:0] c_exp;
always @(posedge clk) begin
if (!rst) begin
    state <= READ;
end
else begin
case (state)
READ: begin
    a_sign <= a_s;
    b_sign <= b_s;
    a_add <= {~a_denorm, a_m, 3'b0};
    b_add <= {~b_denorm, b_m, 3'b0};
    a_exp <= a_denorm ? 8'b1 : a_e;
    b_exp <= b_denorm ? 8'b1 : b_e;
    c <= special_output;
    state <= special_case ? OUTPUT : ALIGN;
end
ALIGN: begin
    if (a_exp > b_exp) begin
        b_exp <= b_exp + 1;
        b_add <= b_add >> 1;
        b_add[0] <= b_add[0] | b_add[1];  
    end else if (a_exp < b_exp) begin
        a_exp <= a_exp + 1;
        a_add <= a_add >> 1;
        a_add[0] <= a_add[0] | a_add[1];
    end else begin
        state <= ADD;
    end
end
ADD: begin
    c_exp <= a_exp;
    if (a_sign == b_sign) begin
        c_add <= a_add + b_add;
        c_sign <= a_sign;
    end else if (a_add > b_add) begin
        c_add <= a_add - b_add;
        c_sign <= a_sign;
    end else begin
        c_add <= b_add - a_add;
        c_sign <= b_sign;
    end
    state <= NORM;
end
NORM: begin
    if (c_add[27]) begin  
        c_exp <= c_exp + 1;
        c_add <= c_add >> 1;
        c_add[0] <= c_add[0] | c_add[1];
    end else if (~c_add[26] & c_exp != 8'b0) begin  
        c_exp <= c_exp - 1;
        c_add <= c_add << 1;
    end else begin
        state <= DENORM;
    end
end
DENORM: begin
    if (c_exp == 8'b0) begin  
        c_exp <= c_exp + 1;
        c_add <= c_add >> 1;
        c_add[0] <= c_add[0] | c_add[1];
    end
    state <= ROUND;
end
ROUND: begin
    if (c_add[2] & (c_add[1] | c_add[0] | c_add[3])) begin
        c_add <= c_add + 4'b1000;
    end
    state <= PACK;
end
PACK: begin
    c[31] <= c_sign;
    c[22:0] <= c_add[25:3];
    if (c_add[27]) begin  
        c[30:23] <= c_exp + 1;
    end else if (~c_add[26]) begin  
        c[30:23] <= c_exp - 1;
    end else begin
        c[30:23] <= c_exp;
    end
    state <= OUTPUT;
end
OUTPUT: begin
end
endcase
end
end
endmodule
```

## run.sh

```bash
#!/bin/bash
# OpenROAD 26Q1-2900-gdf79404cd8, Yosys 0.63+post, stock flow scripts
make -C /OpenROAD-flow-scripts/flow DESIGN_CONFIG=/design/flow/config.mk WORK_HOME=/design/flow/orfs finish
```

## constraint.sdc

```tcl
current_design FAdd

set clk_period 20.4
set clk_io_pct 0.2

create_clock -name clk0 -period $clk_period [get_ports {clk}]

set non_clock_inputs [all_inputs -no_clocks]
set_input_delay [expr $clk_period * $clk_io_pct] -clock clk0 $non_clock_inputs
set_output_delay [expr $clk_period * $clk_io_pct] -clock clk0 [all_outputs]
```

## config.mk

```make
export PLATFORM = sky130hd
export DESIGN_NAME = FAdd
export DESIGN_NICKNAME = FAdd
export VERILOG_FILES = /design/flow/design.v
export SDC_FILE = /design/flow/constraint.sdc
export NUM_CORES = 4
export LEC_CHECK = 1
export CORE_UTILIZATION = 30
```

==> results.ini <==
[clock_network]
cts_hold_buf=0
cts_htree_levels=4
clockBufferDepth=2
path_clk_slew_ns=0.07
numClockSinks=144
cts_resized=0
clockRootBuffer=clkbuf_16
clk_latency_ns=0.44
cts-buffers-inserted=17
cts_setup_buffers=0
cts_tree=yes

[place]
gp_congestion=0.935
dp.cells=2025
io_buffer_count=100
post-place-ws_ns=12.03
dp_hpwl_mm=35.1

[yosys]
top_cells_by_count=edfxtp_1, nor2_1, nand2_1
synthArstFlopShare_pct=0
post-synth-top-count-cell=edfxtp_1
ys_cells=1455
largest_area_cell=edfxtp_1
yosysTopAreaCellShare_pct=32.9
yosysSeqAreaShare_pct=33.4
yosysUniqueCellTypes=83
yosysChipArea_um2=12900
synthFlopType=edfxtp_1
ys_warn_count=1
synth.area.top_cells=edfxtp_1, ha_1, mux2_2
syn_area_per_cell_um2=8.83
synth-edff-count=141
syn_inst=1455
synth_area_um2=12900
ys_seq_elements=144

[drt]
post_drt_wl_per_cell_um=22.2
routed_wl_mm=45.8
antenna_left=0
dr.pass1.iters=8
drt_iter0_markers=1232
drc=0
via_per_inst=5.71
antenna_cells=0
vias=11700

[power]
power_mw=1.10
pwr-share-comb_pct=36.3
leakagePower_nw=5.53
p_seq_share_pct=34.7
irDropWorstVdd_mv=0.0589
p_switching_mw=0.407
p_int_mw=0.689
clkPwrFrac_pct=29.0
swShare_pct=37.1
p_per_area_nw_per_um2=73.4

[floorplan]
die_h_um=209
io_pins=101
fp.dieW_um=209
fp-row-count=75
fp-utilization_pct=30.5
die_area_um2=43700
fp.coreArea_um2=42100

[run_status]
status=finished, final reports clean

[final_timing]
slew_headroom_pct=36.9
whs_ns=0.578
slew_viol_final=0
worst_slew_pin_slew_ns=0.938
period_minus_slack_ns=8.13
fin_crit_sh_pct=39.8
worst_slack_ns=12.27
final-setup-viol-count=0
finalHoldViolCount=0
rsz0062_at_grt=no
setup_tns_ns=0
final.setup_skew_ns=0.00748
fmax_ghz=0.123

[min_path]
min_to=c[31]
hp-start=c_sign
holdCritPathClass=reg2reg
holdPathStages=2

[grt]
antenna_found_initial=2
grt-ovfl-total=0
grt_max_degree=58
first_global_vias=11200
grtUsageTotal_pct=21.6
grt_pass1_wl_mm=69.3

[critical_path]
crit_chain=clkdlybuf4s50_1 -> nor4_1 -> nand4_1 -> nor2_1 -> nand3_1 -> buf_4 -> a21boi_1 -> a21oi_1 -> buf_4 -> o21ai_0 -> a22o_1
cp_common_cell=buf_4
arrival_ns=8.43
crit_slowest_cell=nor4_1
required_ns=20.71
r2r_cells=12
worstPathMaxFanout=22
endpoint_kind=flop
crit_type=in2reg
r2r_setup_slack_ns=16.20
crit-reg2reg-launch=b_add[14]
cpPeakStageDelay_ns=0.80
timing.rr.end=c_add[12]
cp-start-kind=input pin

[cells_and_area]
fin_cells=2057
drive_above_1_share_pct=8.50
syn2layout_area_growth_pct=16.2

[flow_run]
cap_violations=0
openroad.warnings=82

## layer usage
metal / up-vias / GRT usage (%) / wire (µm)
met2: 538 / 32.0 / 19900
met5: - / 0.779 / 45
met3: 75 / 6.85 / 4400
met4: 2 / 5.81 / 1550
met1: 5613 / 31.0 / 19800
li1: 5511 / - / -
## worst max-delay path, delay by kind of cell
family | cells | cell delay (ns)
compound gates | 4 | 1.14
buf+inv | 3 | 1.25
simple gates | 4 | 1.93
## layout make-up
class | instances | area [µm²]
multi-input cells | 1130 | 7890
fillers | 4193 | 27200
flip-flops and latches | 144 | 4290
well taps | 539 | 674
repair buffers | 120 | 1150
clock buffers | 17 | 425
inverters | 92 | 345
clock inverters | 15 | 158
## logic make-up (layout without fill, tap and decap cells)
logic type / count (synthesis) / in the layout / share of synthesized area, %
AND-OR/OR-AND: 423 / 423 / 22.0
XOR/XNOR: 101 / 101 / 6.88
adder cells (fa/ha/maj): 99 / 99 / 9.81
buffers and inverters: 181 / 244 / 5.64
flip-flops: 144 / 144 / 33.4
multiplexers: 65 / 65 / 5.57
AND/OR/NAND/NOR: 442 / 442 / 16.7
## registers in the layout, summed over array words and instances (netlist names)
register  count
c            32
c_add        28
a_add        27
b_add        27
a_exp         8
b_exp         8
c_exp         8
state         3
a_sign        1
b_sign        1
c_sign        1
## metrics by stage
stage / util (%) / cell area [µm²]
2_1_floorplan: - / 12900
3_3_place_gp: 34.1 / 14400
3_5_place_dp: 34.1 / 14400
4_1_cts: 35.5 / 14900
5_1_grt: 35.5 / 14900
6_report: 35.5 / 14900
## layout by cell type (no fill, tap or decap), types with 20 or more instances in the layout
cell type,count
a21oi_1,105
nor3_1,25
nor2_1,135
nand4_1,30
o21ai_0,91
a22o_1,27
clkdlybuf4s50_1,100
edfxtp_1,141
mux2_2,52
nand2_1,109
inv_1,92
nand3_1,32
ha_1,96
xor2_1,48
o21ai_1,20
nor4_1,31
buf_4,20
xnor2_1,51
## power groups by stage
stage | Combinational, mW | Sequential, mW | Clock, mW
5_1_grt | 0.434 | 0.383 | 0.333
4_1_cts | 0.393 | 0.380 | 0.324
6_report | 0.398 | 0.381 | 0.318
## how the worst max path moves through the flow
stage	to	from	cells past startpoint
CTS	c[14]	b[0]	11
global route	c[14]	b[0]	11
finish	c[14]	b[0]	11
Power and IR drop assume default switching activity.
