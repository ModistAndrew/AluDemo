**flow/config.mk**
```make
export PLATFORM = sky130hd
export DESIGN_NAME = Multi
export DESIGN_NICKNAME = Multi
export VERILOG_FILES = /design/flow/design.v
export SDC_FILE = /design/flow/constraint.sdc
export NUM_CORES = 4
export LEC_CHECK = 1
export CORE_UTILIZATION = 50
```
**flow/constraint.sdc**
```tcl
current_design Multi

set clk_period 39.5
set clk_io_pct 0.2

create_clock -name clk0 -period $clk_period

set non_clock_inputs [all_inputs -no_clocks]
set_input_delay [expr $clk_period * $clk_io_pct] -clock clk0 $non_clock_inputs
set_output_delay [expr $clk_period * $clk_io_pct] -clock clk0 [all_outputs]
```
**flow/design.v**
```verilog
module FALayer(
    input  [31:0]               a,
    input  [31:0]               b,
    input  [31:0]              c,
    output  [31:0]              result,
    output  [31:0]              carry
);
    assign result = a ^ b ^ c;
    assign carry = (a & b) | (c & (a ^ b));
endmodule
module Multi(
    input  [31:0]               a,
    input  [31:0]               b,
    output  [31:0]          prod
);
    assign prod[0] = a[0] & b[0];
    wire [31:0] result [0:29];
    wire [31:0] carry [0:29];
    genvar i;
    generate
        for (i = 0; i < 30; i = i + 1) begin: FALayerLoop
            if (i == 0) begin
                FALayer fa0(
                        .a(b[0] ? {1'b0, a[31:1]} : 32'b0),
                        .b(b[1] ? a : 32'b0),
                        .c(b[2] ? {a[30:0], 1'b0} : 32'b0),
                        .result(result[0]),
                        .carry(carry[0])
                    );
            end else begin
                FALayer fa(
                        .a({b[i + 1] ? a[31] : 1'b0, result[i - 1][31:1]}),
                        .b(carry[i - 1]),
                        .c(b[i + 2] ? {a[30:0], 1'b0} : 32'b0),
                        .result(result[i]),
                        .carry(carry[i])
                    );
            end
            assign prod[i + 1] = result[i][0];
        end
    endgenerate
    assign prod[31] = result[29][1] ^ carry[29][0];
endmodule
```
**flow/run.sh**
```bash
#!/bin/bash
# OpenROAD 26Q1-2900-gdf79404cd8, Yosys 0.63+post, stock flow scripts
make -C /OpenROAD-flow-scripts/flow DESIGN_CONFIG=/design/flow/config.mk WORK_HOME=/design/flow/orfs finish
```
==> reports/results.tsv <==
stage	metric	value	unit
worst_hold_path	HP Class	in2out	
cells_and_area	final non-filler cell total	1648	
setup_path	Max Fanout on Critical Path	30	
routing	drt wl/cell	14.8	µm
yosys	Syn Std Cell Area	0.0134	mm²
cts	# hold bufs at CTS	0	
setup_path	CP max stage cell	fa_1	
final_timing	RSZ-0062 raised after global routing	no	
yosys	sequential-to-total area share from yosys stat	0	%
setup_path	CP Data Required Time	31600	ps
job	maxcap violations	0	
floorplanning	Die Area	0.0275	mm²
final_timing	max-slew violations	0	
floorplanning	Std-Cell Rows	59	
global_routing	largest net degree at the start of global routing	33	
run_status	outcome	finished with violations	
yosys	Syn Area/Cell	10.5	µm²
routing	Pre-antenna DRT Iters	47	
final_timing	Worst-Margin Slew	824	ps
cells_and_area	clock buffer count in the final layout	0	
setup_path	Setup crit end kind	primary output	
yosys	yosys warning tally	1	
cells_and_area	flop count	0	
final_timing	post-route clock period utilization	81.7	%
yosys	cells in synth_stat.txt	1284	
placement	HPWL after DPL	21800	µm
setup_path	Setup CP Type	in2out	
placement	Placed Instances	1648	
routing	post-route DRC violation count	8	
yosys	YS chip area	0.0134	mm²
yosys	Cell area leaders	fa_1 (65%), and2_1 (17%), nand2_1 (4.4%)	
setup_path	slowest stage delay, CP	540	ps
yosys	Synth top area share	64.9	%
routing	ANT nets after route	0	
setup_path	type of origin of the critical path	input port	
floorplanning	die height	166	µm
cells_and_area	# fillers	2382	
yosys	post-synthesis instance total	1284	
routing	DR vias/cell	5.06	
cells_and_area	register area	0	µm²
final_timing	final worst slack	7240	ps
floorplanning	fp util	51.2	%
placement	Port Buf Inserts	96	
yosys	MUX share of area	0	%
cells_and_area	fraction of layout cells with a size suffix above 1	1.29	%
floorplanning	Core ar.	0.0262	mm²
final_timing	min Tclk post-route	32260	ps
global_routing	number of global-route vias before repair	9272	
floorplanning	num ports	96	
yosys	Synth Area in XOR/XNOR	4.19	%
routing	vias	8338	
global_routing	first-pass GRT wire length	44200	µm
setup_path	cell mode on critical path	fa_1	
run_status	failing checks	DRC	
job	Log Warnings	32	
cts	Post-CTS Setup Inserts	0	
final_timing	Fin. Hold Viols	0	
global_routing	initial antenna violation count	0	
cts	post-CTS resize count	0	
setup_path	arrival time worst endpoint	24360	ps
routing	n_diodes	0	
final_timing	count of final setup violators	0	
floorplanning	Die W	166	µm
routing	Starting DRT DRC Count	169	
yosys	yosys aoi share	0	%
yosys	area leader, netlist	fa_1	
placement	RD Place Congestion	0.863	
cells_and_area	area growth from synthesis to layout	8.75	%
routing	Total Wirelength	24500	µm
final_timing	setup tns final	0	ps
yosys	Synth Area in Simple Gates	21.7	%
global_routing	GRT Util Overall	21.5	%
placement	pre-CTS WS	7200	ps
final_timing	Slew headroom	44.9	%
yosys	synth unique cells	13	
final_timing	max frequency	31.0	MHz
yosys	Post-Synth Adder-Cell Area	67.7	%
global_routing	GRT overflow	0	
yosys	main logic family after synthesis	adder cells	
-- synth_stat cells --
master and instances:
inv_1 151, buf_2 1, clkbuf_1 78, xnor2_2 3, clkbuf_2 1, and2_1 369
nand2_2 1, ha_1 30, fa_1 435, xnor3_1 1, nand2_1 158, xor2_1 11
xnor2_1 45
-- final cells by class --
| cell class | instances | area [µm²] | share of cell area (%) |
|---|---|---|---|
| multi-input combinational | 1053 | 12600 | 86.0 |
| timing repair buffer | 109 | 1060 | 7.25 |
| inverter | 151 | 567 | 3.88 |
| tap | 335 | 419 | 2.87 |
-- cell families (layout without fill, tap and decap cells) --
group,after synthesis,after routing
simple gates,528,528
fa+ha+maj,465,465
buf+inv,231,260
xor+xnor,60,60
-- cells in the final DEF, fill, tap and decap left out --
cell type	Yosys	routed
buf_4	0	13
clkdlybuf4s50_1	0	96
xor2_1	11	11
fa_1	435	435
nand2_1	158	158
xnor3_1	1	1
and2_1	369	369
xnor2_2	3	3
ha_1	30	30
nand2_2	1	1
xnor2_1	45	45
inv_1	151	151
-- critical path, delay by kind of cell --
| kind | cells | cell delay [ps] |
|---|---|---|
| adder cells (fa/ha/maj) | 30 | 13830 |
| buffers and inverters | 8 | 1380 |
| AND/OR/NAND/NOR | 1 | 130 |
| XOR/XNOR | 6 | 1130 |
-- metal layers --
layer / wire length, µm / vias up / share of wire (%) / global-route usage [%]
li1: - / 3718 / - / -
met1: 10300 / 4470 / 42 / 35.5
met2: 12900 / 142 / 53 / 34.7
met3: 1110 / 8 / 4.5 / 3.98
met4: 118 / 0 / 0.48 / 0.935
met5: 0 / - / 0 / 0
-- stage by stage --
step / hold WS [ps] / util (%) / area (µm²)
after floorplan: 15880 / - / 13400
after global placement: 17010 / 55.7 / 14600
after detailed placement: 17010 / 55.7 / 14600
after CTS: 17010 / 55.7 / 14600
after global routing: 17040 / 55.7 / 14600
final: 17000 / 55.7 / 14600
-- path summary, 6_finish.rpt --
kind | start | to | slack [ps] | depth (start not counted)
max | b[2] | prod[31] | 7240 | 45
min | b[0] | prod[0] | 17000 | 4
