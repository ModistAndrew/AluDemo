`flow/design.v`:
```
module Add4(
    input  [3:0]               a,
    input  [3:0]               b,
    output  [3:0]              sum,
    input                      cin,
    output                     cout
);
    wire [3:0] p = a ^ b;
    wire [3:0] g = a & b;
    wire [3:0] c;
    assign c[0] = cin;
    assign c[1] = g[0] | (p[0] & c[0]);
    assign c[2] = g[1] | (p[1] & g[0]) | (p[1] & p[0] & c[0]);
    assign c[3] = g[2] | (p[2] & g[1]) | (p[2] & p[1] & g[0]) | (p[2] & p[1] & p[0] & c[0]);
    assign cout = g[3] | (p[3] & g[2]) | (p[3] & p[2] & g[1]) | (p[3] & p[2] & p[1] & g[0]) | (p[3] & p[2] & p[1] & p[0] & c[0]);
    assign sum = p ^ c;
endmodule
module Add16(
    input  [15:0]               a,
    input  [15:0]               b,
    output  [15:0]              sum,
    input                       cin,
    output                      cout
);
    wire [3:0] c;
    assign c[0] = cin;
    Add4 add4_0(
        .a(a[3:0]),
        .b(b[3:0]),
        .sum(sum[3:0]),
        .cin(c[0]),
        .cout(c[1])
    );
    Add4 add4_1(
        .a(a[7:4]),
        .b(b[7:4]),
        .sum(sum[7:4]),
        .cin(c[1]),
        .cout(c[2])
    );
    Add4 add4_2(
        .a(a[11:8]),
        .b(b[11:8]),
        .sum(sum[11:8]),
        .cin(c[2]),
        .cout(c[3])
    );
    Add4 add4_3(
        .a(a[15:12]),
        .b(b[15:12]),
        .sum(sum[15:12]),
        .cin(c[3]),
        .cout(cout)
    );
endmodule
module Add(
    input  [31:0]               a,
    input  [31:0]               b,
    output  [31:0]              sum
);
    wire c;
    wire [15:0] sum0, sum1;
    Add16 add16_0(
        .a(a[15:0]),
        .b(b[15:0]),
        .sum(sum[15:0]),
        .cin(1'b0),
        .cout(c)
    );
    Add16 add16_10(
        .a(a[31:16]),
        .b(b[31:16]),
        .sum(sum0),
        .cin(1'b0)
    );
    Add16 add16_11(
        .a(a[31:16]),
        .b(b[31:16]),
        .sum(sum1),
        .cin(1'b1)
    );
    assign sum[31:16] = c ? sum1 : sum0;
endmodule
```
`flow/run.sh`:
```
#!/bin/bash
# OpenROAD 26Q1-2900-gdf79404cd8, Yosys 0.63+post, stock flow scripts
make -C /OpenROAD-flow-scripts/flow DESIGN_CONFIG=/design/flow/config.mk WORK_HOME=/design/flow/orfs finish
```
`flow/config.mk`:
```
export PLATFORM = sky130hd
export DESIGN_NAME = Add
export DESIGN_NICKNAME = Add
export VERILOG_FILES = /design/flow/design.v
export SDC_FILE = /design/flow/constraint.sdc
export NUM_CORES = 4
export LEC_CHECK = 1
export CORE_AREA = 10 10 108 108
export DIE_AREA = 0 0 118 118
```
`flow/constraint.sdc`:
```
current_design Add

set clk_period 15.6
set clk_io_pct 0.2

create_clock -name clk0 -period $clk_period

set non_clock_inputs [all_inputs -no_clocks]
set_input_delay [expr $clk_period * $clk_io_pct] -clock clk0 $non_clock_inputs
set_output_delay [expr $clk_period * $clk_io_pct] -clock clk0 [all_outputs]
```
==> qor.yml <==
status: "finished, final reports clean"
drtIter0Drc: 28
logic_family: "adder cells"
diodes: 0
grt_max_degree: 7
cpPeakStageDelay_ns: 0.44
worstSetupStartpointType: "input port"
grtUsageTotal: 0.0669
ios: 96
avgSynthCellArea_um2: 8.31
cp_common_cell: "clkdlybuf4s50_1"
routed_wl_um: 4770
synthCells: 163
die_w_um: 118
max_slew_margin: 0.783
fmax_mhz: 107
fin_total_pwr_mw: 0.102
period_needed_ns: 9.31
ys_sh_xor: 0.149
layout_top_cell: "clkdlybuf4s50_1"
top_cells_by_area: "ha_1 (30%), fa_1 (10%), xnor2_1 (7.8%)"
synth_top_area_share: 0.295
nClkBuffers: 0
largest_area_cell: "ha_1"
critPathMaxFanout: 4
hold_path_class: "input port to output port"
final_area_um2: 2480
dp_hpwl_um: 4530
p_per_area_nw_per_um2: 41.0
grt_pass1_vias: 1549
viasPerCell: 3.83
area_delta_synth_final_pct: 82.8
ys_seq_frac: 0
placed_area_um2: 2480
tightestPinTransition_ns: 0.325
slew_violations: 0
setup.worst_path.class: "input port to output port"
cts_resized: 0
path_buffers: 2
post_layout_nonfiller_instances: 388
overflow: 0
synth-compound-area-share: 0.272
rows: 35
num_vias: 1486
cp_top_family: "AND-OR/OR-AND gates"
grt_pass1_wl_um: 7860
seq_cells: 0
seq_area_um2: 0
fp_util: 0.146
setup_slack_ns: 6.29
post-place-ws_ns: 6.27
place_inst: 388
post_cts_buffers: 0
holdBufCountCts: 0
yosysWarnings: 0
drc_errors: 0
setup_violations: 0
ys_sh_mux: 0
arrival_ns: 6.19
yosysCellCount: 163
drv_cap: 0
wl_per_cell_um: 12.3
cp-end-kind: "output port"
hold_viol: 0
synth.distinct_cells: 37
leakage_nw: 1.03
ir_worst_vdd_mv: 0.0176
die_area_um2: 13900
ys_sh_simple: 0.150
drive_above_1_share: 0.0463
worstPathCellList: "clkdlybuf4s50_1 -> ha_1 -> nand4_1 -> nor2_1 -> a31oi_2 -> a211o_1 -> a21oi_2 -> a21oi_1 -> o21bai_1 -> fa_1 -> clkdlybuf4s50_1"
chipHeight_um: 118
place.gp.congestion: 0.804
rsz0062_at_grt: "false"
place.port_buffers: 96
dr.pass1.iters: 4
adder_share: 0.399
worstPathRequired_ns: 12.48
syn_area_um2: 1360
cpMaxStageDelayCell: "clkdlybuf4s50_1"
ys_area_um2: 1360
fin_crit_sh: 0.597
antenna_found_initial: 0
final_antenna_net_count: 0
final_cell_mix: "clkdlybuf4s50_1 (96), ha_1 (32), a21oi_1 (17)"
warning_count: 33
fin_tns_setup_ns: 0
core_um2: 9280
-- kinds of logic after synthesis --
logic type      Yosys count
buf+inv                  11
simple gates             40
fa+ha+maj                39
compound gates           50
xor+xnor                 23
-- metrics by stage --
stage          hold WS [ns]   util
3_5_place_dp           7.28  0.267
2_1_floorplan          6.31      -
3_3_place_gp           7.27  0.267
5_1_grt                7.30  0.267
4_1_cts                7.28  0.267
6_report               7.27  0.267
-- report_power, final --
group          internal [mW]  leakage, nW  switching [mW]
logic                 0.0661         1.03          0.0356
registers                  0            0               0
clock network              0            0               0
-- cell type report --
cell class                 count  area [µm²]
inverter                      11        41.3
timing repair buffer          96         961
fill                        1006        6810
tap                          129         161
multi-input combinational    152        1310
-- synth_stat cells (3+ instances only) --
master   instances
and2_1           3
a21oi_2          3
fa_1             7
ha_1            32
a21o_1           6
nor2b_1          3
nand4_1          4
xor2_1          11
nand3_1          6
a21oi_1         17
xnor2_1         12
inv_1           11
nand2_1          9
nor2_1           8
o21ai_0          5
-- path summary, 6_finish.rpt --
kind / endpoint / startpoint / cells after the start / slack, ns
max: sum[28] / a[11] / 11 / 6.29
min: sum[0] / b[0] / 3 / 7.27
-- metal layers --
layer | GRT usage | part of all wire | vias up | wire length, µm
li1 | - | - | 789 | -
met1 | 0.0798 | 0.42 | 663 | 1990
met2 | 0.125 | 0.52 | 34 | 2500
met3 | 0.0160 | 0.059 | 0 | 279
met4 | 0 | 0 | 0 | 0
met5 | 0 | 0 | - | 0
Power figures rest on the tool's default switching activity, not on a simulated workload.
